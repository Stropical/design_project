$ cat flow/run.sh
#!/bin/bash
# OpenROAD 26Q1-2900-gdf79404cd8, Yosys 0.63+post, stock flow scripts
make -C /OpenROAD-flow-scripts/flow DESIGN_CONFIG=/design/flow/config.mk WORK_HOME=/design/flow/orfs finish
$ cat flow/config.mk
export PLATFORM = sky130hd
export DESIGN_NAME = TriSegDriver
export DESIGN_NICKNAME = TriSegDriver
export VERILOG_FILES = /design/flow/design.v
export SDC_FILE = /design/flow/constraint.sdc
export NUM_CORES = 4
export LEC_CHECK = 1
export CORE_AREA = 10 10 70 70
export DIE_AREA = 0 0 80 80
$ cat flow/constraint.sdc
current_design TriSegDriver

set clk_period 2.2
set clk_io_pct 0.2

create_clock -name clk0 -period $clk_period

set non_clock_inputs [all_inputs -no_clocks]
set_input_delay [expr $clk_period * $clk_io_pct] -clock clk0 $non_clock_inputs
set_output_delay [expr $clk_period * $clk_io_pct] -clock clk0 [all_outputs]
$ cat flow/design.v
module SevSegDriver(
    input wire [3:0] hex,                 
    output reg [6:0] O            
);
    always @(*) begin
        case (hex)
            4'h0: O = ~7'b0111111;  
            4'h1: O = ~7'b0000110;  
            4'h2: O = ~7'b1011011;  
            4'h3: O = ~7'b1001111;  
            4'h4: O = ~7'b1100110;  
            4'h5: O = ~7'b1101101;  
            4'h6: O = ~7'b1111101;  
            4'h7: O = ~7'b0000111;  
            4'h8: O = ~7'b1111111;  
            4'h9: O = ~7'b1101111;  
            4'hA: O = ~7'b1110111;  
            4'hB: O = ~7'b1111100;  
            4'hC: O = ~7'b0111001;  
            4'hD: O = ~7'b1011110;  
            4'hE: O = ~7'b1111001;  
            4'hF: O = ~7'b1110001;  
            default: O = ~7'b0000000;  
        endcase
    end
endmodule
module TriSegDriver(
    input wire [9:0] hex,           
    output wire [6:0] O1,           
    output wire [6:0] O2,           
    output wire [6:0] O3            
);
    wire [3:0] hex1 = hex[3:0];     
    wire [3:0] hex2 = hex[7:4];     
    wire [3:0] hex3 = {2'b00, hex[9:8]};  
    SevSegDriver seg1 (.hex(hex1), .O(O1));
    SevSegDriver seg2 (.hex(hex2), .O(O2));
    SevSegDriver seg3 (.hex(hex3), .O(O3));
endmodule
==> run summary <==
Flow results are below.

- The flow ran to the end, and the final reports show no timing, DRC or antenna violations.
- For this run, the chip area from Yosys synthesis comes to 568 sq um.
- Adding up every negative setup slack in the final design gives 0 ns.
- The largest net degree at the start of global routing is 10, for reference.
- The endpoint arrival time on the critical path is 1.73 ns, for reference.
- Before placement the cells fill 16.6% of the core.
- The register share after synthesis is 0%, for reference.
- The number of nets with antenna violations after routing is 0, for reference.
- Counting instances in the post-synthesis netlist gives the leading cell types as 14 x ha_1, 6 x inv_1, 6 x o21ai_1, 5 x mux2i_1, 5 x nor2_1.
- For this block, the initial DRC count from the detailed router was 3.
- The core region is 3420 sq um.
- The synthesized design devotes to its leading area cell type 30.8% of total area.
- As logged by OpenROAD, the buffers inserted on ports number 30.
- The warning total across the stage logs is 46, for reference.
- The worst setup path is captured at a primary output.
- The area growth from synthesis to layout is 106%, for reference.
- The quantity of hold-fixing buffers added after cts is 0, for reference.
- The final report lists a non-filler cell total of 170.
- The main area contributors are ha_1 31%, mux2i_1 8.8%, o21ai_1 5.3%.
- Summing over every cut layer, the via total after detailed routing is 700.
- Setup repair after global routing could not meet its margin everywhere.
- The internal power of the cells totals 0.125 mW.
- The share of final-layout standard cells stronger than drive strength 1 is 43.5%, for reference.
- The number of max-cap violations is 0, for reference.
- The first global-routing pass estimated 3070 um of wire.
- The combinational power share is 100.0%, for reference.
- The relative contribution of sequential cells to total power is 0%, for reference.
- The maximum achievable frequency is 460 MHz, for reference.
- The gate count after technology mapping is 74, for reference.
- The number of fill cells is 345, for reference.
- The combined global-route utilization of all metal layers is 5.43%, for reference.
- The path category of the worst min-delay check is in -> out, for reference.
- The die boundary height is 80 um, for reference.
- The number of max-slew violations in the final report is 0, for reference.
- In this run the cell area of the synthesized design comes to 568 sq um.
- For the worst setup path, the data required time is 1.76 ns.
- Switching power as a fraction of the total was reported as 38.0%.
- The end-of-flow timing check tallies setup violations at 0.
- The power density of the placed cells is 173 nW/um^2, for reference.
- The kind of critical path is in -> out, for reference.
- The routed length per placed instance is 11.7 um, for reference.
- The largest total area in the synthesized netlist belongs to ha_1.
- The routed design shows a via density per instance of 4.12.
- The worst hold margin is 1.45 ns, for reference.
- The number of global-route vias before repair is 690.
- The total routed wirelength is 1990 um, for reference.
- The number of remaining DRC errors is 0, for reference.
- The number of different library cells used by synthesis comes to 29.
- The floorplan has 21 rows.
- The repair_antennas step left the layout with diodes totalling 0.
- The floorplan report gives the top-level pin count as 31.
- The total grt overflow is 0, for reference.
- The area taken by flip-flops and latches is 0 sq um, for reference.
- The count of instantiated cells in the yosys netlist is 74, for reference.
- The worst VDD IR drop from the latest analysis is 0.0853 mV.
- The final weighted congestion in routability-driven placement is 0.862, for reference.
- STA classifies the critical path startpoint as a primary input.
- The post-detailed-placement cell area is 1030 sq um, for reference.
- The wire-length estimate of the detail-placed layout is 1450 um.
- The number of clock buffer instances in the layout is 0, for reference.
- The proportion of power drawn by the clock network is 0%, for reference.
- The synthesis warning total is 1, for reference.
- The pre-antenna-repair detailed-routing pass consisted of 4 iterations.
- The analysis attributes to cell leakage a power of 0.584 nW.
- The initial antenna violation count is 0, for reference.
- The synthesized area divided by synthesized cell count is 7.68 sq um, for reference.
- The shortest period the worst path allows is 2.17 ns, for reference.
- The horizontal die dimension is 80 um, for reference.
- The design has 0 sequential cells.
- The total net switching power is 0.0768 mW, for reference.
- By instance count, the leading cell after synthesis is ha_1.
- The overall die size recorded for this design is 6400 sq um.
- The final timing summary puts the cycle share of the worst path at 98.7%.
- In this run the worst path has a maximum fanout of 7.
- The post-route cell area is 1170 sq um, for reference.
- The number of placed instances, taps included, is 164.
- The final count of hold timing violations is 0, for reference.
-- metrics by stage --
step                worst slack (ns)  utilization, %  total power, mW
CTS                         -0.00615            32.9            0.193
global placement              -0.487            30.3            0.181
detailed placement            -0.525            30.3            0.181
global route                 -0.0301            34.3            0.222
finish                        0.0284            34.3            0.202
floorplan                      0.529               -           0.0669
-- logic make-up after synthesis --
family | Yosys count | synth area share [%]
other cells | 1 | 0.660
mux | 8 | 17.4
compound gates | 18 | 20.9
buf+inv | 14 | 13.2
simple gates | 19 | 17.0
fa+ha+maj | 14 | 30.8
-- power groups by stage --
stage	Clock [mW]	Sequential [mW]	Combinational [mW]
global route	0	0	0.222
finish	0	0	0.202
CTS	0	0	0.193
-- area by class of cell --
type	count	area, sq um	share of cell area (%)
inverters	7	28.8	2.45
multi-input cells	60	564	48.1
repair buffers	57	522	44.5
well taps	46	57.6	4.91
-- placed cells by master (no fill, tap or decap), types with 2 or more instances in the layout --
| master | instances |
|---|---|
| o21a_1 | 2 |
| dlymetal6s2s_1 | 4 |
| ha_4 | 3 |
| mux2i_1 | 5 |
| clkdlybuf4s15_2 | 3 |
| o21ai_2 | 3 |
| nand2_1 | 4 |
| a22o_1 | 2 |
| ha_1 | 8 |
| clkdlybuf4s50_1 | 14 |
| nor2b_1 | 2 |
| buf_6 | 6 |
| inv_2 | 5 |
| nor2_1 | 4 |
| o21ai_1 | 3 |
| buf_4 | 21 |
| ha_2 | 3 |
| nand3_1 | 2 |
| nor2_2 | 2 |
| buf_2 | 2 |
| or2_1 | 2 |
| dlygate4sd2_1 | 6 |
-- worst paths after layout --
check,end,cells past startpoint,from,slack (ns)
min,O1[1],5,hex[1],1.45
max,O2[4],5,hex[6],0.03
-- routing by layer --
metal / global-route usage [%] / share of wire (%) / vias up
li1: - / - / 350
met2: 9.47 / 47 / 24
met4: 0 / 0 / 0
met5: 0 / 0 / -
met1: 6.49 / 42 / 326
met3: 2.16 / 12 / 0
-- worst max-delay path: stages --
cell	delay, ns
dlygate4sd2_1	0.31
buf_4	0.18
a211oi_2	0.20
a31o_1	0.13
clkdlybuf4s50_1	0.47
-- timing repair --
action	in CTS	in global routing
endpoints found under the hold margin	0	0
endpoints found under the setup margin	14	7
resized	46	12
buffers inserted	4	1
gates cloned	1	0
pin swaps	3	3
Power figures rest on the tool's default switching activity, not on a simulated workload.
