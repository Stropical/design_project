$ cat flow/config.mk
export PLATFORM = sky130hd
export DESIGN_NAME = FourBitAdder
export DESIGN_NICKNAME = FourBitAdder
export VERILOG_FILES = /design/flow/design.v
export SDC_FILE = /design/flow/constraint.sdc
export NUM_CORES = 4
export LEC_CHECK = 1
export CORE_AREA = 10 10 70 70
export DIE_AREA = 0 0 80 80
$ cat flow/constraint.sdc
current_design FourBitAdder

set clk_period 4.9
set clk_io_pct 0.2

create_clock -name clk0 -period $clk_period

set non_clock_inputs [all_inputs -no_clocks]
set_input_delay [expr $clk_period * $clk_io_pct] -clock clk0 $non_clock_inputs
set_output_delay [expr $clk_period * $clk_io_pct] -clock clk0 [all_outputs]
$ cat flow/design.v
module FourBitAdder(
	input wire CIN,
	input wire [9:0] A,
	input wire [9:0] B,
	output wire [10:0] C
);
	assign C = A + B + CIN;
endmodule
$ cat flow/run.sh
#!/bin/bash
# OpenROAD 26Q1-2900-gdf79404cd8, Yosys 0.63+post, stock flow scripts
make -C /OpenROAD-flow-scripts/flow DESIGN_CONFIG=/design/flow/config.mk WORK_HOME=/design/flow/orfs finish
==> run summary <==
run metrics: YS chip area=approximately 440 um2, crit path DAT=approximately 3.5 ns, cell type with the largest total area=ha_1, leakage=approximately 0.00035 uW, post-synthesis cell count=about 54, Setup CP Type=input pin to primary output, vias in the first global route=roughly 560, Internal Power=71.5 uW, total power=around 110 uW, Pre-antenna DRT Iters=2, outcome=finished, final reports clean, first-pass GRT wire length=2430 um, initial antenna violation count=0, period utilization=between 90% and 100%, IO Count=32, startpoint types=input pin, initial core utilization=between 10% and 20%, largest net degree at the start of global routing=7, Crit. End Element=primary output, Peak VDD IR=roughly 0.000044 V, combinational share of power=~100%, Post-CTS Setup Bufs=0, Sw Pwr=around 35 uW, RSZ-0062 raised after global routing=no, gr usage total=roughly 4.5%, Final min period=between 4 and 5 ns, final hold viol count=0, hold_buf cts=0, cts repair resizes=0, setup TNS=0 ns, sw frac=32.8%, HP Class=input pin to primary output, synth-to-layout area growth=86.5%, ant diodes=0, Hold Slack=3.05 ns, Cell Count, Final, Fillers Out=around 130, # DRC=0, MaxCap Viol Count=0, Final Setup Violations=0, clock share of power=0%, Netlist cell types=22, yosys stat cell total=between 50 and 60, GR Overflow Total=0, initial drt markers=1, clock buffers=0, Top-area cell share=approximately a quarter, Placed Cells=132, ratio of cells with drive above 1 in the final layout=under 10%, Vias=roughly 490, warning count from the yosys run=0, WL per Instance=around 11 um, sequential fraction of the synthesis area=0%, sequential cell fraction of total power=0%, tool warnings=32, pwr/cell area=between 100 and 150 nW/um2, antenna-violating nets left=0, num rows=21, seq_cells=0, DP HPWL=between 1000 and 1500 um, chip area=between 6000 and 7000 um2, Die X=about 80 um, Slew @ Worst Pin=~0.26 ns, Placer Congestion=0.757, pins over their slew limit=0, Routed WL=approximately 1400 um, Die Y=~80 um, Max Freq=roughly 220 MHz, Synth area leaders=ha_1, xnor2_1, fa_1, Final Core Density=about a quarter, Post-Syn Area=437 um2, CP Max Fanout=2, Core Footprint=approximately 3400 um2, relative slew slack=around 82%, Avg Cell Area, Syn=roughly 8.1 um2, Via density=roughly 3.7, WHS Path Cells=3, Port Buffers=32, Seq. cell area=0 um2, Worst EP required=between 3 and 4 ns
==> per-stage QoR <==
stage | setup WS, ns | area [um2]
floorplan | 1.48 | 437
global placement | 0.433 | 815
detailed placement | 0.425 | 815
CTS | 0.403 | 815
global route | 0.252 | 815
finish | 0.437 | 815
==> power by group through the flow <==
stage	registers, uW	logic [uW]	clock network (uW)
CTS	0	110	0
global route	0	120	0
finish	0	106	0
==> routing by layer <==
metal	share of wire (%)	GRT usage [%]	vias up
met5	0	0	-
met2	43	8.11	21
met4	0	0	0
met1	46	5.36	204
met3	12	1.36	0
li1	-	-	260
==> worst max-delay path: stages <==
cell and delay [ns]:
clkdlybuf4s50_1 0.43, fa_1 0.45, inv_1 0.08, fa_1 0.19, nor2b_1 0.06, o21a_1 0.17
a31o_1 0.24, o41ai_2 0.23, xnor2_1 0.16, clkdlybuf4s50_1 0.49
==> worst paths after layout <==
| path | start | to | slack, ns |
|---|---|---|---|
| setup / recovery | A[0] | C[8] | 0.44 |
| hold / removal | CIN | C[0] | 3.05 |
==> final cells by class <==
class                      count  area (um2)
inverter                       4        15.0
multi-input combinational     50         422
tap                           46        57.6
fill                         386        2600
timing repair buffer          32         320
==> Yosys cell counts, types with 2 or more instances <==
| master | number |
|---|---|
| nor2_1 | 2 |
| fa_1 | 2 |
| xor2_1 | 2 |
| inv_1 | 4 |
| o21a_1 | 2 |
| a21oi_1 | 6 |
| xnor2_1 | 6 |
| o21ai_0 | 2 |
| a21o_1 | 3 |
| ha_1 | 9 |
| nand2b_1 | 2 |
| nand2_1 | 2 |
| and3_1 | 3 |
==> cell usage in the layout, fill, tap and decap left out, drive strengths merged <==
cell and n:
o21ai 3, nor2 2, o21a 2, inv 4, xor2 2, nand2 2, nor3 1, a21oi 6
nor2b 1, a21o 3, ha 9, xnor2 6, a31o 1, nand2b 2, fa 2, a211oi 1
and2 1, o41ai 1, a31oi 1, and3 3, clkdlybuf4s50 32, or2 1
==> logic make-up (layout without fill, tap and decap cells) <==
kind of cell	after synthesis	in the layout	synth area share (%)
AND-OR/OR-AND	18	18	28.9
XOR/XNOR	8	8	16.0
adder cells (fa/ha/maj)	11	11	35.0
buffers and inverters	4	36	3.44
AND/OR/NAND/NOR	13	13	16.6
Power and IR drop assume default switching activity.
