==> design/flow/config.mk <==
export PLATFORM = sky130hd
export DESIGN_NAME = SummationCalculator
export DESIGN_NICKNAME = SummationCalculator
export VERILOG_FILES = /design/flow/design.v
export SDC_FILE = /design/flow/constraint.sdc
export NUM_CORES = 4
export LEC_CHECK = 1
export CORE_UTILIZATION = 30
==> design/flow/constraint.sdc <==
current_design SummationCalculator

set clk_period 2.9
set clk_io_pct 0.2

create_clock -name clk0 -period $clk_period [get_ports {CLK}]

set non_clock_inputs [all_inputs -no_clocks]
set_input_delay [expr $clk_period * $clk_io_pct] -clock clk0 $non_clock_inputs
set_output_delay [expr $clk_period * $clk_io_pct] -clock clk0 [all_outputs]
==> design/flow/design.v <==
module SummationCalculator(input wire [9:0] A, input wire CLK, input wire RST, output reg [9:0] SEG_OUT);
    reg [9:0] SUM;
    reg [9:0] COUNT;
    always @(posedge CLK) begin
        if (RST) begin
            SUM <= 10'd0;            
            COUNT <= A;              
            SEG_OUT <= 10'd0;        
        end else if (COUNT == 10'd0) begin
            SEG_OUT <= SUM;          
        end else begin
            COUNT <= COUNT - 10'd1;  
            SUM <= SUM + COUNT;      
            SEG_OUT <= SUM;        
        end
    end
endmodule
==> design/flow/run.sh <==
#!/bin/bash
# OpenROAD 26Q1-2900-gdf79404cd8, Yosys 0.63+post, stock flow scripts
make -C /OpenROAD-flow-scripts/flow DESIGN_CONFIG=/design/flow/config.mk WORK_HOME=/design/flow/orfs finish
==> flow_metrics.tcl <==
# implementation run metrics
set metrics [dict create \
    worst_pin_slew_ns 0.4123 \
    ys_sh_xor_pct 6.068 \
    postCtsResizedCells 0 \
    fa_ha_area_share_pct 9.141 \
    hold_path.class "register to register" \
    yosys-stat-area_sq_um 1588 \
    cp.arrival_ns 2.57 \
    ant_nets 0 \
    top_layer "met4" \
    r2r_slack_ns 0.50 \
    log.warning_count 25 \
    wl_um 2549 \
    worstSetupPathType "register to register" \
    async_flop_share_pct 0 \
    syn_inst 162 \
    drt-initial-drc-count 50 \
    core-area_sq_um 5107 \
    synthAoiAreaFrac_pct 12.06 \
    reg2reg_to "SUM[9]" \
    cts.path.max_buffers 2 \
    final_core_util_pct 38.63 \
    slew_headroom_pct 72.52 \
    edf_count 10 \
    holdBufCountCts 0 \
    yosysWarnings 1 \
    route.met2.wl_um 928 \
    yosysCellCount 162 \
    synth-simple-area-share_pct 21.20 \
    hpwl_um 1918 \
    cts_inserted_buffers 5 \
    clk_latency_ns 0.27 \
    core_util_floorplan_pct 31.09 \
    clock.fmax_mhz 416.0 \
    grt_max_degree 23 \
    ys_seq_share_pct 44.13 \
    reg2reg_depth 7 \
    hold_viol 0 \
    whs_endpoint "SEG_OUT[0]" \
    overflow 0 \
    syn_area_sq_um 1588 \
    die_x_um 74.75 \
    ir_drop_mv 0.2608 \
    drc_errors 0 \
    syn_avg_cell_area_sq_um 9.801 \
    hold_depth 1 \
    ys_seq_elements 30 \
    path_clk_slew_ns 0.06 \
    tns_ns 0 \
    min_from "SUM[0]" \
    maxCapViolCount 0 \
    wl_met1_um 1405 \
    synth_cell_type_count 39 \
    grt_pass1_vias 983 \
    muxShareOfSynthArea_pct 4.571 \
    h-tree-depth 2 \
    p_leak_uw 0.0007679 \
    grt_pass1_wl_um 4312 \
    ff_type "dfxtp_1" \
    wl_per_cell_um 9.842 \
    die.size.y_um 74.75 \
    maxSlewViolCount 0 \
    endpoint_kind "register" \
    drive_above_1_share_pct 7.937 \
    cts_tree "done" \
    postCtsSetupBuffers 0 \
    path_max_fanout 6 \
    gp_congestion 0.8087 \
    rows 26 \
    clock-skew-final_ns 0.0008938 \
    grtUsageTotal_pct 10.31 \
    reg2reg_from "COUNT[3]" \
    antenna_found_initial 0 \
    dieArea_sq_um 5588 \
    finalSetupViolations 0 \
    run_status "completed" \
    met3WireLength_um 158 \
    vias 1113 \
    logic_family "simple AND/OR/NAND/NOR gates" \
    start_kind "register" \
    port_buffers 21 \
    period_minus_slack_ns 2.404 \
    p_per_area_nw_per_um2 767.5 \
    cp.required_ns 3.07 \
    cts_sinks 30 \
    clock-root-buffer "clkbuf_8" \
    area_growth_pct 24.27 \
    vias_per_cell 4.297 \
    rsz0062_at_grt "no" \
    post-route-period-util_pct 82.89 \
    insertedDiodeCount 0 \
    boundaryPins 22 \
    drt_pre_antenna_iters 4 \
]
[metrics by stage]
step | setup slack [ns] | area [sq um] | std cells | hold WS [ns] | power (uW)
final | 0.4962 | 1973 | 259 | 0.4821 | 1514
after global routing | 0.3756 | 1973 | 259 | 0.5012 | 1638
after CTS | 0.4820 | 1973 | 259 | 0.4863 | 1530
after detailed placement | 0.5110 | 1882 | 251 | 0.4748 | 1185
after global placement | 0.5283 | 1882 | 251 | 0.4790 | 1179
after floorplan | 0.6165 | 1588 | 162 | 0.4570 | 1027
[worst max path at each step]
| stage | slack, ns | to | from |
|---|---|---|---|
| 6_report | 0.50 | SUM[9] | COUNT[3] |
| 5_1_grt | 0.38 | SUM[9] | COUNT[3] |
| 4_1_cts | 0.48 | SUM[9] | COUNT[3] |
[flip-flops by register name (all words and copies together) (netlist names)]
name	cells
SEG_OUT	10
COUNT	10
SUM	10
[layout make-up]
class / count / area (sq um)
inverter: 5 / 18.77
timing repair buffer: 24 / 232.7
sequential: 30 / 700.7
clock inverter: 1 / 5.005
multi-input combinational: 122 / 842.1
clock buffer: 7 / 86.33
fill: 518 / 3134
tap: 70 / 87.58
[Yosys cell counts, types with 2 or more instances]
master | n | area (sq um)
ha_1 | 10 | 125.1
o21ai_0 | 11 | 55.05
clkbuf_1 | 3 | 11.26
edfxtp_1 | 10 | 300.3
a31oi_1 | 2 | 12.51
nor2b_1 | 15 | 93.84
nand2_1 | 14 | 52.55
nor2_1 | 16 | 60.06
nor3b_1 | 2 | 15.01
nor3_1 | 3 | 15.01
dfxtp_1 | 20 | 400.4
a21o_1 | 3 | 22.52
mux2i_1 | 5 | 50.05
inv_1 | 5 | 18.77
nor4_1 | 2 | 12.51
xnor2_1 | 7 | 61.31
a21oi_1 | 8 | 40.04
xor2_1 | 4 | 35.03
nand2b_1 | 2 | 12.51
[metal layers]
layer  up-vias  global-route usage, %
met5         -                      0
met4         0                  2.096
met3         7                  3.392
met2        29                  13.51
met1       455                  17.00
li1        622                      -
[where the power goes]
group	internal [uW]	total [uW]	switching [uW]
sequential	546	617	71.3
combinational	311	561	249
clock	191	336	146
[cells in the final DEF, fill, tap and decap left out, drive strengths merged, types with 2 or more instances in the layout]
cell type	count
a21o	3
a21oi	8
a31oi	2
buf	3
clkbuf	7
clkdlybuf4s50	21
dfxtp	20
edfxtp	10
ha	10
inv	5
mux2	2
mux2i	5
nand2	14
nand2b	2
nor2	16
nor2b	15
nor3	4
nor3b	2
nor4	3
o21ai	11
xnor2	7
xor2	4
[critical path: stages, from the launching register on]
cell	delay, ns
edfxtp_1	0.48
ha_1	0.38
a21oi_1	0.16
nor2b_1	0.06
a311o_1	0.37
mux2_1	0.32
a31oi_1	0.18
mux2_2	0.34
[logic make-up after synthesis]
group | count (synthesis)
and+or+nand+nor | 62
AOI/OAI and AO/OA | 31
DFF | 30
xor gates and xnor gates | 11
adders and majority gates | 11
buffers and inverters | 10
muxes | 7
Power and IR drop assume default switching activity.
